**design/flow/config.mk**
```make
export PLATFORM = sky130hd
export DESIGN_NAME = ControlUnit
export DESIGN_NICKNAME = ControlUnit
export VERILOG_FILES = /design/flow/design.v
export SDC_FILE = /design/flow/constraint.sdc
export NUM_CORES = 4
export LEC_CHECK = 1
export CORE_AREA = 10 10 70 70
export DIE_AREA = 0 0 80 80
```
**design/flow/constraint.sdc**
```tcl
current_design ControlUnit

set clk_period 2.1
set clk_io_pct 0.2

create_clock -name clk0 -period $clk_period

set non_clock_inputs [all_inputs -no_clocks]
set_input_delay [expr $clk_period * $clk_io_pct] -clock clk0 $non_clock_inputs
set_output_delay [expr $clk_period * $clk_io_pct] -clock clk0 [all_outputs]
```
**design/flow/design.v**
```verilog
module ControlUnit (
    input [5:0] opcode,
    output reg reg_dst,
    output reg alu_src,
    output reg mem_to_reg,
    output reg reg_write,
    output reg mem_read,
    output reg mem_write,
    output reg branch,
    output reg jump,
    output reg [1:0] alu_op
);
localparam R = 6'b000000;
localparam lw = 6'b100011;
localparam sw = 6'b101011;
localparam beq = 6'b000100;
localparam j = 6'b000010;
always @(*) begin
    case (opcode)
        R: begin
            reg_dst = 1;
            reg_write = 1;
            alu_src = 0;
            mem_to_reg = 0;
            mem_read = 0;
            mem_write = 0;
            branch = 0;
            jump = 0;
            alu_op = 2'b10;  
        end
        lw: begin
            reg_dst = 0;
            reg_write = 1;
            alu_src = 1;
            mem_to_reg = 1;
            mem_read = 1;
            mem_write = 0;
            branch = 0;
            jump = 0;
            alu_op = 2'b00;  
        end
        sw: begin
            reg_dst = 0;  
            reg_write = 0;
            alu_src = 1;
            mem_to_reg = 0;  
            mem_read = 0;
            mem_write = 1;
            branch = 0;
            jump = 0;
            alu_op = 2'b00;  
        end
        beq: begin
            reg_dst = 0;  
            reg_write = 0;
            alu_src = 0;
            mem_to_reg = 0;  
            mem_read = 0;
            mem_write = 0;
            branch = 1;
            jump = 0;
            alu_op = 2'b01;  
        end
        j: begin
            reg_dst = 0;  
            reg_write = 0;
            alu_src = 0;  
            mem_to_reg = 0;  
            mem_read = 0;
            mem_write = 0;
            branch = 0;
            jump = 1;
            alu_op = 2'b00;  
        end
        default: begin
            {reg_dst, reg_write, alu_src, mem_to_reg, mem_read, mem_write, branch, jump, alu_op} = 10'b0;
        end
    endcase
end
endmodule
```
**design/flow/run.sh**
```bash
#!/bin/bash
# OpenROAD 26Q1-2900-gdf79404cd8, Yosys 0.63+post, stock flow scripts
make -C /OpenROAD-flow-scripts/flow DESIGN_CONFIG=/design/flow/config.mk WORK_HOME=/design/flow/orfs finish
```
==> Changelog: implementation <==
### Metrics

- Worst stage delay on the critical path: 0.23 ns
- Die H: 80 µm
- Core Util, Final: 12.23%
- Leakage dissipation: 0.0001846 µW
- Pint: 24.22 µW
- Average size of a mapped cell: 7.674 µm²
- CP Max Fanout: 3
- Setup TNS: 0 ns
- Total GRT Usage: 2.517%
- Number of antenna violations at the first check in global routing: 0
- Register area share after synthesis: 0%
- Number of global-route vias before repair: 261
- Total Routed Length: 878 µm
- Status: complete, no violations
- Buf+Inv Stages, Crit Path: 5
- Area of the multi-input gates: 141.4 µm²
- Core area: 3416 µm²
- Design Area, Final: 417.9 µm²
- CP most frequent cell: buf_4
- Yosys Instances: 15
- Top cells, area: nor3_1 (17%), a2111oi_2 (13%), buf_4 (13%), nor3b_2 (11%), or4_4 (9.8%)
- Final ANT Viol Nets: 0
- Share of cells above drive strength 1: 69.05%
- Count of pins over their slew limit: 0
- Diodes inserted: 0
- Post-synthesis instance area: 115.1 µm²
- Final setup fails: 0
- Unique cell types: 11
- Initial DRC count: 6
- Chip Width: 80 µm
- Port Buffer Count: 16
- Maximum clock rate: 492.5 MHz
- Crit path kind: primary input to output pin
- OpenROAD warning count: 32
- Top cells by count: nor3_1 (4), buf_4 (2)
- FP Util: 3.370%
- Levels on crit path: 7
- Die area: 6400 µm²
- Cell taking the most area after synthesis: nor3_1
- Cell count after synthesis: 15
- # IOs: 16
- Worst Path Arrival: 1.61 ns
- Worst hold-check path type: primary input to output pin
- Pre-antenna DRT Iters: 2
- Worst-path cell with the longest stage delay: dlygate4sd2_1
- Crit path max-delay family: buffers and inverters
- Sequential cells: 0
- Period utilization: 96.69%
- Remaining DRCs: 0
- First-pass GRT wire length: 1331 µm
- Row count: 21
- Routed wire per std cell: 9.977 µm
- Fin crit period: 2.030 ns
- Comb power frac: 100.0%
- Max-Cap Viols: 0
- Final Wtd Congestion: 0.7500
- Final Hold Fails: 0
- Clock Power Share: 0%
- Switch Pwr: 18.53 µW
- Hold Path Depth: 3
- Yosys warning tally: 1
- CLK BUF: 0
- Part of the power in registers: 0%
- CP Capture Type: output pin
- Register Area: 0 µm²
- Sw Share: 43.35%
- Largest net degree at the start of global routing: 8
- Worst path required time: 1.68 ns
- Worst vdd ir: 0.01879 mV
- Total chip power: 42.76 µW
- Relative slew slack: 81.39%
- Yosys chip area: 115.1 µm²
- DP Area: 362.8 µm²
- Fillers: 398
- Hold Buf Count CTS: 0
- Crit-path cells: clkdlybuf4s15_1, buf_4, nand4b_1, buf_4, buf_4, nor3b_2, dlygate4sd2_1
- Power Density: 102.3 nW/µm²
- Layout area overhead: 263.0%
- Hold Crit Start: opcode[5]
- Hold Path End: jump
- GRT overflow: 0
- Most frequent cell after synthesis: nor3_1
- Drt via density: 2.693
- Via count: 237
- Tightest Pin Transition: 0.2787 ns
- Largest type area fraction: 17.39%
- CP Launch Type: primary input
cell type report:
class | instances | area share (%)
multi-input combinational | 13 | 33.83
timing repair buffer | 29 | 52.40
tap | 46 | 13.77
cell usage in the layout, fill, tap and decap left out:
cell              n
a2111oi_2         1
buf_2             6
buf_4            12
buf_6             1
clkbuf_2          1
clkdlybuf4s15_1   2
clkdlybuf4s50_1   1
dlygate4sd2_1     6
nand3_1           1
nand4b_1          1
nor2_1            1
nor3_2            3
nor3_4            1
nor3b_2           1
nor3b_4           1
or3_1             1
or4_4             1
or4b_4            1
worst max path at each step:
stage | startpoint | endpoint | slack, ns
CTS | opcode[1] | reg_dst | 0.003
finish | opcode[4] | mem_write | 0.07
global route | opcode[4] | mem_write | -0.006
what timing repair did:
action | 4_1_cts | 5_1_grt
buffers inserted | 7 | 1
resized | 36 | 6
pin swaps | 7 | 3
endpoints found under the setup margin | 10 | 7
power by group through the flow:
stage | clock [µW] | combinational [µW] | sequential, µW
global route | 0 | 45.6 | 0
finish | 0 | 42.8 | 0
CTS | 0 | 40.4 | 0
cell families after synthesis:
kind of cell	after synthesis	share of synthesized area (%)
simple gates	12	73.91
compound gates	1	13.04
buf+inv	2	13.04
through the flow:
step | std cells | hold WS, ns | worst slack [ns]
2_1_floorplan | 15 | 0.8532 | 0.4510
3_3_place_gp | 81 | 1.864 | -0.5657
3_5_place_dp | 81 | 1.873 | -0.5573
4_1_cts | 88 | 1.221 | 0.003138
5_1_grt | 88 | 1.153 | -0.005839
6_report | 88 | 1.124 | 0.06954
metal layers:
layer	track usage (%)	vias to the layer above	part of all wire (%)	wire (µm)
met5	0	-	0	0
met4	0	0	0	0
met3	0.7955	0	7.3	64
met2	4.414	7	50	435
met1	3.100	114	43	378
li1	-	116	-	-
Power and IR drop assume default switching activity.
